[design/flow/run.sh]
#!/bin/bash
# OpenROAD 26Q1-2900-gdf79404cd8, Yosys 0.63+post, stock flow scripts
make -C /OpenROAD-flow-scripts/flow DESIGN_CONFIG=/design/flow/config.mk WORK_HOME=/design/flow/orfs finish
[design/flow/config.mk]
export PLATFORM = sky130hd
export DESIGN_NAME = dm
export DESIGN_NICKNAME = dm
export VERILOG_FILES = /design/flow/design.v
export SDC_FILE = /design/flow/constraint.sdc
export NUM_CORES = 4
export LEC_CHECK = 1
export CORE_UTILIZATION = 30
[design/flow/constraint.sdc]
current_design dm

set clk_period 66.6
set clk_io_pct 0.2

create_clock -name clk0 -period $clk_period [get_ports {clk}]

set non_clock_inputs [all_inputs -no_clocks]
set_input_delay [expr $clk_period * $clk_io_pct] -clock clk0 $non_clock_inputs
set_output_delay [expr $clk_period * $clk_io_pct] -clock clk0 [all_outputs]
[design/flow/design.v]
module dm(clk, DMWr, DMType, addr, din, dout);
   input          clk;         
   input          DMWr;        
   input  [2:0]   DMType;      
   input  [31:0]  addr;        
   input  [31:0]  din;         
   output [31:0]  dout;        
   reg [31:0] dmem[127:0];     
   wire [31:0] mem_data;       
   wire [1:0] byte_offset;     
   wire [6:0] word_addr;       
   integer i;
   initial begin
      for (i = 0; i < 128; i = i + 1)
          dmem[i] = 32'b0;
   end
   assign word_addr = addr[8:2];      
   assign byte_offset = addr[1:0];    
   assign mem_data = (addr[31:9] != 23'b0) ? 32'b0 : dmem[word_addr];
   assign dout = (DMType == 3'b000) ? mem_data :                     
                 (DMType == 3'b001) ?                            
                   (byte_offset[1] ? {16'b0, mem_data[31:16]} : {16'b0, mem_data[15:0]}) :
                 (DMType == 3'b010) ?                   
                   (byte_offset[1] ? {16'b0, mem_data[31:16]} : {16'b0, mem_data[15:0]}) :
                 (DMType == 3'b011) ?                                
                   (byte_offset == 2'b00 ? {24'b0, mem_data[7:0]} :    
                    byte_offset == 2'b01 ? {24'b0, mem_data[15:8]} :   
                    byte_offset == 2'b10 ? {24'b0, mem_data[23:16]} :  
                    {24'b0, mem_data[31:24]}) :                        
                 (DMType == 3'b100) ?                       
                   (byte_offset == 2'b00 ? {24'b0, mem_data[7:0]} :    
                    byte_offset == 2'b01 ? {24'b0, mem_data[15:8]} :   
                    byte_offset == 2'b10 ? {24'b0, mem_data[23:16]} :  
                    {24'b0, mem_data[31:24]}) :                        
                 mem_data;                                              
   always @(posedge clk) begin
      if (DMWr && (addr[31:9] == 23'b0)) begin   
         case (DMType)
            3'b000: begin   
               dmem[word_addr] <= din;   
            end
            3'b001: begin   
               if (byte_offset[1])   
                  dmem[word_addr][31:16] <= din[15:0];
               else                  
                  dmem[word_addr][15:0] <= din[15:0];
            end
            3'b011: begin   
               case (byte_offset)   
                  2'b00: dmem[word_addr][7:0] <= din[7:0];     
                  2'b01: dmem[word_addr][15:8] <= din[7:0];    
                  2'b10: dmem[word_addr][23:16] <= din[7:0];   
                  2'b11: dmem[word_addr][31:24] <= din[7:0];   
               endcase
            end
         endcase
      end
   end
endmodule    
==> qor.txt <==
Setup TNS: 0 ns
Max reg flops: 4096
Worst VDD drop: 0.0260 mV
Fin crit share: 51.5%
Synth Instances: 9199
CP arrival: 20.98 ns
Highest-delay cell along the critical path: a2111oi_1
HP Start: din[4]
Vias in the first global route: 101000
Unique cell types: 84
Die area: 541000 µm²
Fill count: 50000
Lkg Pwr: 59.3 nW
Cts hold-fix bufs: 0
Met2 GRT Util: 32.6%
Critical path fanouts, max: 48
GRT met1 Usage: 24.5%
Clk sinks: 4096
Placement Rows: 269
Mean post-synth cell area: 17.6 µm²
Chip Area, Yosys: 161000 µm²
Worst Path Class, Setup: input port to output pin
RSZ-0062 raised after global routing: false
Buffer depth of the longest clock path: 4
Slew margin rel.: 13.1%
Root buf cell: clkbuf_16
Max incr delay on CP: 0.95 ns
Critical Path Sink Type: output pin
FP Core Util: 30.1%
First-pass detailed-route iteration total: 23
Yosys cell count: 9199
CP required: 53.28 ns
Share of layout cells above drive strength 1: 21.9%
Setup violators final: 0
CP Launch Point: addr[4]
Die height: 736 µm
DR iter-0 viols: 8664
Area growth syn-to-layout: 16.9%
Worst-path clk slew: 0.06 ns
CP dominant cell by count: buf_4
Final Hold Viols: 0
Vias: 98500
I/O pin cnt: 101
Post-Syn Area: 161000 µm²
Slew @ Worst Pin: 1.29 ns
Run status: finished clean
M3 GR Usage: 23.4%
Max-cap violations: 0
CP Buf/Inv Count: 8
Post-CTS Setup Bufs: 0
Pre-CTS WS: 32.66 ns
First-pass GRT wire length: 862000 µm
Die width: 736 µm
Total Wirelength: 641000 µm
Post-CTS sizing: 0
CTS tree: done
FF+latch count, synth: 4096
Warnings, synthesis: 1
Antenna violations before repair: 116
Post-DP HPWL: 419000 µm
Commonest flop: edfxtp_1
Log Warnings: 43
Min Tclk post-route: 34.30 ns
Buffers added on ports: 100
Core Area: 536000 µm²
Synth Seq Share: 76.2%
Htree depth: 5
GPL Wtd Cong: 1.03
Number of nets with antenna violations after routing: 0
FFs w/ async S/R, synth: 0%
Largest net degree at the start of global routing: 129
Max Slew Vio Count: 0
Gr usage total: 25.0%
DRC: 0
Routed wire per std cell: 36.3 µm
Worst setup margin: 32.30 ns
Critical Path Start Type: input port
Biggest registers after layout: dmem x4096
CP cell instances: buf_8, buf_4, buf_4, buf_4, buf_4, buf_4, mux4_2, nand3_1, nand2_1, or4_1, a2111oi_1, buf_4, a31oi_1, a211oi_1, or3_1, o211ai_1, clkdlybuf4s50_1
Top Usage Layer GRT: met2
Grt total ovfl: 0
Reg with most FFs: dmem
Pwr dens: 28.9 nW/µm²
Worst Hold Class: input port to register
CTS Buf Count: 410
Vias/cell: 5.59
Cell family with most CP delay: buffers and inverters
Fmax achieved: 29.2 MHz
EDFF count, synth: 4096
## final timing paths
| check | depth (start not counted) | endpoint | slack [ns] |
|---|---|---|---|
| max | 17 | dout[7] | 32.30 |
| min | 1 | dmem[115][4] | 12.75 |
## cell type report
| type | instances | area [µm²] | share of cell area [%] |
|---|---|---|---|
| sequential | 4096 | 123000 | 65.1 |
| clock buffer | 501 | 10700 | 5.68 |
| tap | 7181 | 8980 | 4.76 |
| clock inverter | 258 | 2260 | 1.20 |
| timing repair buffer | 1021 | 8070 | 4.27 |
| inverter | 13 | 73.8 | 0.0391 |
| multi-input combinational | 4419 | 35300 | 18.7 |
| antenna | 151 | 378 | 0.200 |
## cell families (layout without fill, tap and decap cells)
logic type / after synthesis / after routing / share of synthesized area (%)
muxes: 1061 / 1061 / 8.90
xor gates and xnor gates: 1 / 1 / 0.00543
DFF: 4096 / 4096 / 76.2
other: 0 / 151 / 0
buffers and inverters: 684 / 1793 / 2.21
and+or+nand+nor: 1413 / 1413 / 3.71
AOI/OAI and AO/OA: 1944 / 1944 / 8.99
## metrics by stage
stage,cell area (µm²),cells,power (mW),utilization [%],hold WS (ns)
final,189000,17600,5.46,35.2,12.75
after global routing,189000,17600,5.57,35.2,12.78
after CTS,188000,17500,5.45,35.1,12.76
after detailed placement,175000,16700,3.22,32.7,13.81
after global placement,175000,16700,3.22,32.7,13.80
after floorplan,161000,9199,3.05,-,13.42
## per-layer routing
| metal | vias to the layer above | wire (µm) |
|---|---|---|
| met1 | 49100 | 188000 |
| met5 | - | 7520 |
| met3 | 1700 | 134000 |
| met4 | 218 | 47700 |
| li1 | 39300 | - |
| met2 | 8127 | 264000 |
## where the power goes
part	leakage [nW]	switching [mW]	internal [mW]
logic	16.1	0.262	0.0885
clock network	6.38	1.00	1.27
registers	36.8	0.000000000167	2.84
total	59.3	1.26	4.20
## cell usage after synthesis, types with 22 or more instances
cell          n  area share [%]
a2111oi_0    22            0.12
a211oi_1     37            0.17
a21oi_1     286            0.89
a221o_1     103            0.64
a221oi_1    434             2.4
a22o_1       65            0.35
a22oi_1     287             1.3
a31oi_1      49            0.19
and3_1       28            0.11
buf_1        64            0.15
buf_2       215            0.67
buf_4       132            0.61
buf_6        32            0.22
clkbuf_1    228            0.53
edfxtp_1   4096              76
mux2_2      371             2.6
mux2i_1     427             2.6
mux4_2      262             3.7
nand2_1     388            0.90
nand3_1      46            0.14
nor2_1      768             1.8
o211ai_1     36            0.17
o21ai_0     226            0.70
o221ai_1     74            0.40
o22ai_1      76            0.29
o2bb2ai_1    74            0.40
## cell usage in the layout, fill, tap and decap left out, types with 20 or more instances in the layout
| master | instances |
|---|---|
| clkinv_2 | 98 |
| a221oi_1 | 434 |
| nand2_1 | 382 |
| nor2_1 | 760 |
| a211oi_1 | 34 |
| a21oi_1 | 278 |
| a31oi_1 | 48 |
| o211ai_1 | 36 |
| edfxtp_1 | 4096 |
| o22ai_1 | 76 |
| clkbuf_16 | 416 |
| clkinv_1 | 94 |
| a22oi_1 | 287 |
| diode_2 | 151 |
| clkdlybuf4s50_1 | 85 |
| mux2_2 | 355 |
| o21ai_0 | 226 |
| a22o_1 | 65 |
| nand3_1 | 46 |
| nand4_1 | 20 |
| bufinv_16 | 33 |
| mux2i_1 | 427 |
| a221o_1 | 103 |
| a2111oi_0 | 20 |
| and3_1 | 27 |
| o2bb2ai_1 | 74 |
| o221ai_1 | 74 |
| clkbuf_1 | 85 |
| buf_4 | 916 |
| o2111ai_1 | 20 |
| mux4_2 | 262 |
Power is estimated from default activity; no workload was simulated.
