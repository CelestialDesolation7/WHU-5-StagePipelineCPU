==> design/flow/design.v <==
module top_module(
    input clk,                     
    input rstn,                    
    input [15:0] sw_i,            
    output [7:0] disp_seg_o,      
    output [7:0] disp_an_o        
);
    parameter REG_DATA_NUM = 5'd31;    
    parameter DMEM_DATA_NUM = 4'd15;   
    reg [27:0] clkdiv;            
    wire Clk_CPU;                 
    wire Clk_instr;               
    wire Clk_display;             
    wire [31:0] PC_out;           
    wire [31:0] instr;            
    wire [31:0] reg_data;         
    wire [31:0] mem_addr_out;     
    wire [31:0] mem_data_out;     
    wire [31:0] debug_data;       
    reg [4:0] reg_addr;           
    reg [3:0] dmem_addr;          
    reg sw3_last, sw4_last;       
    reg [31:0] reg_data_from_cpu;  
    reg [31:0] dmem_data;         
    reg [31:0] access_addr_data;  
    reg [31:0] display_data;      
    always @(posedge clk or negedge rstn) begin
        if (!rstn)
            clkdiv <= 0;
        else
            clkdiv <= clkdiv + 1'b1;
    end
    assign Clk_CPU = (sw_i[15]) ? clkdiv[27] : clkdiv[20];
    assign Clk_instr = Clk_CPU & ~sw_i[1];  
    assign Clk_display = clkdiv[16];
    sccomp cpu(
        .clk(Clk_instr),          
        .rstn(rstn),
        .reg_sel(reg_addr),       
        .reg_data(reg_data),
        .instr(instr),            
        .PC_out(PC_out),          
        .mem_addr_out(mem_addr_out),   
        .mem_data_out(mem_data_out),   
        .debug_data(debug_data)   
    );
    always @ (posedge clk or negedge rstn) begin
        if (!rstn) begin
            reg_addr <= 5'b0;
            dmem_addr <= 4'b0;
            sw3_last <= 1'b0;
            sw4_last <= 1'b0;
        end else begin
            sw3_last <= sw_i[3];
            sw4_last <= sw_i[4];
            if (sw_i[0]) begin
                reg_addr <= sw_i[6:2];
                dmem_addr <= sw_i[5:2];
            end 
            else begin
                if (sw_i[2]) begin
                    reg_addr <= 5'b0;
                    dmem_addr <= 4'b0;
                end 
                else if (sw_i[3] && !sw3_last) begin
                    if (reg_addr == REG_DATA_NUM)
                        reg_addr <= 5'd0;
                    else
                        reg_addr <= reg_addr + 1'b1;
                    if (dmem_addr == DMEM_DATA_NUM)
                        dmem_addr <= 4'd0;
                    else
                        dmem_addr <= dmem_addr + 1'b1;
                end 
                else if (sw_i[4] && !sw4_last) begin
                    if (reg_addr == 5'd0)
                        reg_addr <= REG_DATA_NUM;
                    else
                        reg_addr <= reg_addr - 1'b1;
                    if (dmem_addr == 4'd0)
                        dmem_addr <= DMEM_DATA_NUM;
                    else
                        dmem_addr <= dmem_addr - 1'b1;
                end
            end
        end
    end
    always @(*) begin
        reg_data_from_cpu = reg_data;
    end
    always @(*) begin
        dmem_data = mem_data_out;   
    end
    always @(*) begin
        if (mem_addr_out != 32'h0 || mem_data_out != 32'h0) begin
            access_addr_data = mem_addr_out;
        end else begin
            access_addr_data = 32'hFFFFFFFF;   
        end
    end
    always @(*) begin
        if(sw_i[10] == 1'b1) begin
            display_data = debug_data;
        end else begin
            case(sw_i[14:11])
                4'b1000: display_data = instr;            
                4'b0100: display_data = reg_data_from_cpu;  
                4'b0010: display_data = access_addr_data;  
                4'b0001: display_data = dmem_data;        
                4'b1001: display_data = PC_out;           
                default: display_data = PC_out;           
            endcase
        end
    end
    seg7_controller seg7_ctrl(
        .clk(Clk_display),
        .rstn(rstn),
        .data(display_data),
        .seg(disp_seg_o),
        .an(disp_an_o)
    );
endmodule
module seg7_controller(
    input clk,
    input rstn,
    input [31:0] data,
    output reg [7:0] seg,
    output reg [7:0] an
);
    reg [2:0] digit_sel;
    reg [3:0] digit_data;
    always @(posedge clk or negedge rstn) begin
        if (!rstn)
            digit_sel <= 3'b000;
        else
            digit_sel <= digit_sel + 1;
    end
    always @(*) begin
        case (digit_sel)
            3'b000: digit_data = data[3:0];    
            3'b001: digit_data = data[7:4];    
            3'b010: digit_data = data[11:8];   
            3'b011: digit_data = data[15:12];  
            3'b100: digit_data = data[19:16];  
            3'b101: digit_data = data[23:20];  
            3'b110: digit_data = data[27:24];  
            3'b111: digit_data = data[31:28];  
        endcase
    end
    always @(*) begin
        case (digit_sel)
            3'b000: an = 8'b11111110;  
            3'b001: an = 8'b11111101;  
            3'b010: an = 8'b11111011;  
            3'b011: an = 8'b11110111;  
            3'b100: an = 8'b11101111;  
            3'b101: an = 8'b11011111;  
            3'b110: an = 8'b10111111;  
            3'b111: an = 8'b01111111;  
        endcase
    end
    always @(*) begin
        case (digit_data)
            4'h0: seg = 8'b11000000;   
            4'h1: seg = 8'b11111001;   
            4'h2: seg = 8'b10100100;   
            4'h3: seg = 8'b10110000;   
            4'h4: seg = 8'b10011001;   
            4'h5: seg = 8'b10010010;   
            4'h6: seg = 8'b10000010;   
            4'h7: seg = 8'b11111000;   
            4'h8: seg = 8'b10000000;   
            4'h9: seg = 8'b10010000;   
            4'hA: seg = 8'b10001000;   
            4'hB: seg = 8'b10000011;   
            4'hC: seg = 8'b11000110;   
            4'hD: seg = 8'b10100001;   
            4'hE: seg = 8'b10000110;   
            4'hF: seg = 8'b10001110;   
            default: seg = 8'b11111111;  
        endcase
    end
endmodule 
==> design/flow/run.sh <==
#!/bin/bash
# OpenROAD 26Q1-2900-gdf79404cd8, Yosys 0.63+post, stock flow scripts
make -C /OpenROAD-flow-scripts/flow DESIGN_CONFIG=/design/flow/config.mk WORK_HOME=/design/flow/orfs finish
==> design/flow/config.mk <==
export PLATFORM = sky130hd
export DESIGN_NAME = seg7_controller
export DESIGN_NICKNAME = seg7_controller
export VERILOG_FILES = /design/flow/design.v
export SDC_FILE = /design/flow/constraint.sdc
export NUM_CORES = 4
export LEC_CHECK = 1
export CORE_AREA = 10 10 82 82
export DIE_AREA = 0 0 92 92
==> design/flow/constraint.sdc <==
current_design seg7_controller

set clk_period 4.9
set clk_io_pct 0.2

create_clock -name clk0 -period $clk_period [get_ports {clk}]

set non_clock_inputs [all_inputs -no_clocks]
set_input_delay [expr $clk_period * $clk_io_pct] -clock clk0 $non_clock_inputs
set_output_delay [expr $clk_period * $clk_io_pct] -clock clk0 [all_outputs]
==> results.txt <==
run metrics: Setup Skew=0.000531 ns, via count=797, Crit. End Element=output port, Post-Synth Simple-Gate Area=0.159, I/O Buffers=48, post-synthesis area per instance=8.76 um2, top flop regs=digit_sel: 3 flops, placed cells=203, Late-Pin Clk Latency=0.21 ns, maximum clock frequency=217 MHz, worst r2r path cells=3, Die Area=8460 um2, Pleak=0.563 nW, ys async rst share=1.00, Final min period=4.61 ns, overflow left after global routing=0, via/cell ratio=3.85, I/O pin count=50, CTS root buf=clkbuf_8, Max clock buf depth=2, Die Wd=92 um, XOR/XNOR Area Share=0.0115, cell area after synthesis=762 um2, vias in the first global route=877, post-synthesis cell count=87, critical-path cell list=ha_1 > ha_1 > or4_4 > nand2b_4 > a41oi_1 > inv_1 > ha_1 > mux2_2 > o2bb2ai_1 > clkdlybuf4s50_1, Starting DRT DRC Count=7, Post-synth EDFFs=0, worst-margin pin slew=0.703 ns, # H-tree levels=1, Slowest Stage Delay on Critical Path=0.58 ns, final hold violation count=0, first-pass GRT wire length=4350 um, post-DR wirelength/cell=13.2 um, First-pass DRT Iterations=4, initial antenna violation count=0, Max FO, Critical Path=6, Hold Crit Depth=1, FF-to-FF setup slack=3.88 ns, die height=92 um, clock sinks=3, Reg with most FFs=digit_sel, CP Class=flop to output port, Dominant comb cell=AND-OR/OR-AND gates, register area=75.1 um2, setup TNS=0 ns, Cell Pwr Density=116 nW/um2, gpl congestion=0.756, Crit path required time=3.92 ns, register area share after synthesis=0.0985, Rows=26, detailed placement HPWL=2340 um, Slew headroom=0.530, Synth Register Bits=3, layout cell share with drive strength beyond 1=0.153, Hold-fix buffers, CTS=0, Post-Layout Cell Count=207, total global-route track usage=0.0618, CP max stage cell=or4_4, worst hold path class=flop to flop, max_cap viols=0, yosys warns=1, TritonCTS clock tree=done, area delta synth->final=78.3%, Peak VDD IR=0.0000813 V, largest net degree at the start of global routing=13, synthesis area per yosys=762 um2, area taken by multi-input logic gates=611 um2, complex-gate fraction of the synthesized area=0.266, clock transition at the registers of the reported paths=0.03 ns, top_reg_cell synth=dfrtp_1, # DRC=0, cycle use final=0.942, worst path buffer plus inverter count=2, count of pins over their slew limit=0, outcome=finished, final reports clean, yosys cell count=87, RSZ-0062 raised after global routing=no, Num CTS Buffers=3, fp_density=0.150, max FFs per register=3, worst path arrival time=3.63 ns, Cell Type Count=31, CP top delay family=adder cells, # setup viols final=0, tool warnings=34, Post-Route WL=2730 um, Crit path depth=10, ant diodes=0, adder share=0.197, Fillers=564, total power=157 uW, Worst setup SP type=flop, Antenna Nets Post-Route=0, most used cell, CP=ha_1, Mux area share=0.154, core area=5070 um2
## cell usage in the layout, fill, tap and decap left out, drive strengths merged, types with 2 or more instances in the layout
master	synthesis	routed
dfrtp	3	3
a221oi	3	3
clkbuf	0	4
nor2b	2	2
a22o	7	7
nand2	9	9
o2bb2ai	3	3
mux2i	5	5
mux2	6	6
ha	12	12
nor3	3	3
a31oi	3	3
clkdlybuf4s50	0	48
inv	14	14
## routing by layer
layer	global-route usage	routed length [um]	vias to the layer above
li1	-	-	418
met1	0.0733	1070	361
met2	0.113	1520	16
met3	0.0140	130	2
met4	0.00771	8	0
met5	0	0	-
## cell type report
cell class	instances	area share
Clock buffer	4	0.0331
Inverter	14	0.0387
Multi-Input combinational cell	67	0.449
Sequential cell	3	0.0552
Tap cell	70	0.0645
Timing Repair Buffer	49	0.359
## synthesized netlist by cell type, types with 2 or more instances
cell	number	area, um2
buf_6	2	22.5
nor2b_1	2	12.5
a22o_2	3	30.0
o2bb2ai_1	3	26.3
mux2i_1	5	50.1
mux2_2	6	67.6
inv_1	14	52.6
dfrtp_1	3	75.1
a221oi_1	3	26.3
nand2_1	9	33.8
nor3_1	3	15.0
a22o_1	4	35.0
ha_1	12	150
## report_power, final
group          switching, mW  internal (mW)  leakage (nW)  total [mW]
logic                 0.0176         0.0435         0.498      0.0612
registers                  0         0.0250        0.0426      0.0250
clock network         0.0158         0.0554        0.0228      0.0713
## cells by family after synthesis
group,count (synthesis)
DFF,3
adders and majority gates,12
buffers and inverters,17
other,1
xor gates and xnor gates,1
and+or+nand+nor,21
muxes,11
AOI/OAI and AO/OA,21
## path summary, 6_finish.rpt
check | from | to
max | digit_sel[0] | seg[5]
min | digit_sel[0] | digit_sel[0]
max reg2reg | digit_sel[0] | digit_sel[2]
min reg2reg | digit_sel[0] | digit_sel[0]
max in group asynchronous | rstn | digit_sel[1]
min in group asynchronous | rstn | digit_sel[0]
## per-stage QoR
step / utilization / setup WS [ns] / area [um2] / hold WS (ns)
after global routing: 0.268 / 0.0120 / 1360 / 0.543
after detailed placement: 0.258 / 0.424 / 1310 / 0.498
final: 0.268 / 0.285 / 1360 / 0.498
after CTS: 0.267 / 0.220 / 1350 / 0.502
after floorplan: - / 1.24 / 762 / 0.465
after global placement: 0.258 / 0.471 / 1310 / 0.490
## what timing repair did
item | in CTS | in global routing
endpoints found under the setup margin | 0 | 2
buffers inserted | 0 | 0
resized | 0 | 1
Power is estimated from default activity; no workload was simulated.
